===== /design/flow/design.v =====
module async_fifo (wreq,wclk,wrst_n,rreq,rclk,rrst_n,wdata,rdata,wfull,rempty);
    input   wreq, wclk, wrst_n;
    input   rreq, rclk, rrst_n;
    input   [7:0] wdata;
    output  [7:0] rdata;
    output  reg wfull;
    output  reg rempty;
reg     [4:0]   wq2_rptr, wq1_rptr, rptr;
reg     [4:0]   rq2_wptr, rq1_wptr, wptr;
wire    rempty_val;
wire    [4 : 0] rptr_nxt;
wire    [3:0] raddr;
reg     [4:0] rbin;
wire    [4:0] rbin_nxt;
wire    [3:0] waddr;
reg     [4:0] wbin;
wire    [4:0] wbin_nxt;
wire    [4:0] wptr_nxt;
always @(posedge wclk or negedge wrst_n) begin
    if(!wrst_n)
        {wq2_rptr, wq1_rptr} <= 2'b0;
    else
        {wq2_rptr, wq1_rptr} <= {wq1_rptr, rptr};
end
always @(posedge rclk or negedge rrst_n) begin
    if(!rrst_n)
        {rq2_wptr, rq1_wptr} <= 2'b0;
    else
        {rq2_wptr, rq1_wptr} <= {rq1_wptr, wptr};
end
assign  rempty_val = (rptr_nxt == rq2_wptr); 
always @(posedge rclk or negedge rrst_n) begin
    if(!rrst_n)
        rempty <= 1'b0;
    else
        rempty <= rempty_val;
end
assign rbin_nxt = rbin + (rreq & ~rempty);
always @ (posedge rclk or negedge rrst_n) 
    if (!rrst_n)
        rbin <= 0;
    else 
        rbin <= rbin_nxt;
assign raddr = rbin[3:0]; 
assign rptr_nxt = rbin_nxt ^ (rbin_nxt>>1);
always @ (posedge rclk or negedge rrst_n)
    if (!rrst_n)
        rptr <= 0;
    else 
        rptr <= rptr_nxt;
assign wbin_nxt = wbin + (wreq & !wfull);
always @ (posedge wclk or negedge wrst_n)
    if(!wrst_n)
        wbin <= 0;
    else
        wbin <= wbin_nxt;
assign waddr = wbin [3:0];
assign wptr_nxt = (wbin_nxt>>1) ^ wbin_nxt; 
always @ (posedge wclk or negedge wrst_n)
    if(!wrst_n)
        wptr <= 0;
    else
        wptr <= wptr_nxt;
wire wfull_val;
assign wfull_val = (wq2_rptr == {~wptr[4 : 3],wptr[2 : 0]});
always @ (posedge wclk or negedge wrst_n)
    if (!wrst_n)
        wfull <= 0;
    else 
        wfull <= wfull_val;
reg [7 : 0] mem [0: 7];
assign rdata = mem[raddr];
always @ (posedge wclk)
    if (wreq & !wfull) mem[waddr] <= wdata;
endmodule

===== /design/flow/run.sh =====
#!/bin/bash
# OpenROAD 26Q1-2900-gdf79404cd8, Yosys 0.63+post, stock flow scripts
make -C /OpenROAD-flow-scripts/flow DESIGN_CONFIG=/design/flow/config.mk WORK_HOME=/design/flow/orfs finish

===== /design/flow/config.mk =====
export PLATFORM = sky130hd
export DESIGN_NAME = async_fifo
export DESIGN_NICKNAME = async_fifo
export VERILOG_FILES = /design/flow/design.v
export SDC_FILE = /design/flow/constraint.sdc
export NUM_CORES = 4
export LEC_CHECK = 1
export CORE_UTILIZATION = 30

===== /design/flow/constraint.sdc =====
current_design async_fifo

set clk_period 4.3
set clk_io_pct 0.2

create_clock -name clk0 -period $clk_period [get_ports {rclk}]
create_clock -name clk1 -period $clk_period [get_ports {wclk}]

set non_clock_inputs [all_inputs -no_clocks]
set_input_delay [expr $clk_period * $clk_io_pct] -clock clk0 $non_clock_inputs
set_output_delay [expr $clk_period * $clk_io_pct] -clock clk0 [all_outputs]

==> reports/results.ini <==
[placement]
post_dp_cell_area_um2 = 4350
place.gp.congestion = 0.723
dp_worst_setup_slack_ns = 1.26
port_buffers = 22
dp_hpwl_um = 3910

[flow_run]
cap_violations = 0
warnings = 26

[worst_setup_path]
cp-endpoint = rdata[5]
arrival_ns = 2.30
worst-path-buf-inv = 2
rr_endpoint = rempty
rr_worst_depth = 5
critPathCaptureType = output port
critical_path.startpoint = rbin[1]
rr_startpoint = rbin[1]
crit_path_cell_trace = buf_4 -> mux4_2 -> mux2_2 -> clkdlybuf4s50_1
crit_required_ns = 3.44
start_kind = flip-flop
slowest_stage = dfrtp_1
worstSetupPathType = flip-flop to output port
critPathMaxFanout = 16
ff2ff_setup_slack_ns = 1.95
cp_slowest_stage_delay_ns = 0.84
path_depth = 4
critical_path.top_delay_family = flip-flops

[floorplanning]
fp_util = 0.308
die_x_um = 116
io_pins = 24
dieHeight_um = 116
core-area_um2 = 12600
fp-row-count = 41
dieArea_um2 = 13300

[yosys]
syn_area_um2 = 3860
edf_count = 64
yosys.stat.seqShare = 0.756
yosysChipArea_um2 = 3860
async_reset_ff_frac = 0.385
synth_area_per_cell_um2 = 20.2
ys.flops = 104
flop_cell = edfxtp_1
yosys_cells = 191
synth.top_cells.by_area = edfxtp_1 (50%), dfrtp_1 (26%), mux4_2 (9.3%)
syn-instance-count = 191
yosys_warnings = 1
top_area_cell = edfxtp_1
ys_types = 24
top_cell_area_share = 0.497

[route]
detail_route.wl_per_cell_um = 14.8
drt_first_iter_violations = 67
detail-route-antenna-nets = 0
vias = 1725
vias_per_cell = 4.19
drc = 0
antenna_cells = 0
drtPass1Iterations = 4
drt_wl_total_um = 6120

[clock_network]
cts.sinks = 104
cts_setup_buffers = 0
cts_tree = done
hold_buffers = 0
clk_pin_slew_ns = 0.05
cts_resized = 0

[global_routing]
grt_pass1_wl_um = 9560
first_global_vias = 1852
grt_overflow_total = 0
antenna_found_initial = 0
grt_max_degree = 21
grtUsageTotal = 0.104

[worst_hold_path]
hold_class = flip-flop to flip-flop

[cells_and_area]
fill_cells = 1124
area_delta_synth_final_pct = 23.0
drive_above_1_share = 0.238
postLayoutCellArea_um2 = 4760

[outcome]
outcome = complete, no violations

[sta]
max_slew_margin = 0.488
skew_ns = 0.00383
slew_violations = 0
setup_viol = 0
rsz0062_at_grt = no
max_slew.worst_pin.slew_ns = 0.767
hold_viol = 0
holdWs_ns = 0.293
fin_ws_ns = 1.14
fin_setup_tns_ns = 0

[pwr]
ir_drop_v = 0.000252
switching_power_uw = 938
leakage_nw = 1.72
combinationalPowerShare = 0.277
intPower_mw = 2.57
p_sw_frac = 0.267
seq_power_share = 0.437
powerDensity_nw_per_um2 = 738
p_clk_frac = 0.286

==> stage by stage <==
| step | power [mW] | utilization | instances |
|---|---|---|---|
| final | 3.51 | 0.378 | 412 |
| after global placement | 2.53 | 0.346 | 392 |
| after detailed placement | 2.54 | 0.346 | 392 |
| after CTS | 3.56 | 0.378 | 412 |
| after global routing | 3.70 | 0.378 | 412 |
| after floorplan | 2.18 | - | 191 |
==> flip-flops by register name (all words and copies together) (netlist names), 5 cells and up <==
name	flops
wptr	5
wq1_rptr	5
rq1_wptr	5
wq2_rptr	5
mem	64
rptr	5
rq2_wptr	5
==> cell usage after synthesis, types with 2 or more instances <==
cell type / number
buf_6: 2
dfrtp_1: 40
edfxtp_1: 64
ha_1: 4
inv_1: 3
mux2_2: 8
mux4_2: 16
nand2_1: 2
nand2b_1: 3
nand3_1: 6
nor2_1: 6
nor2b_1: 2
nor3_1: 3
or3_1: 2
xnor2_1: 10
xor2_1: 12
==> cell families (layout without fill, tap and decap cells) <==
group | count (synthesis) | after routing | synth area share
multiplexers | 24 | 24 | 0.117
flip-flops | 104 | 104 | 0.756
AND-OR/OR-AND | 2 | 2 | 0.00583
XOR/XNOR | 24 | 24 | 0.0602
AND/OR/NAND/NOR | 25 | 25 | 0.0353
adder cells (fa/ha/maj) | 4 | 4 | 0.0129
buffers and inverters | 8 | 57 | 0.0129
==> cell type report <==
type | instances | area (um2) | share of cell area
repair buffers | 34 | 310 | 0.0652
inverters | 3 | 11.3 | 0.00237
clock inverters | 6 | 86.3 | 0.0182
multi-input cells | 79 | 892 | 0.188
clock buffers | 14 | 318 | 0.0668
flip-flops and latches | 104 | 2920 | 0.615
well taps | 172 | 215 | 0.0453
==> per-layer routing <==
| layer | global-route usage | part of all wire | wire, um | vias to the layer above |
|---|---|---|---|---|
| met2 | 0.168 | 0.50 | 3080 | 46 |
| met4 | 0.0251 | 0.024 | 147 | 0 |
| met3 | 0.0426 | 0.071 | 437 | 11 |
| met5 | 0 | 0 | 0 | - |
| li1 | - | - | - | 803 |
| met1 | 0.136 | 0.40 | 2450 | 865 |
==> placed cells by master (no fill, tap or decap), drive strengths merged <==
master	Yosys	routed
a221oi	1	1
buf	4	12
clkdlybuf4s50	0	22
inv	3	4
nand2	2	2
bufinv	0	2
nand2b	3	3
ha	4	4
xor3	1	1
xor2	13	13
nor3	3	3
clkinv	0	3
xnor2	10	10
mux2	8	8
mux4	16	16
edfxtp	64	64
clkbuf	1	14
nand3	7	7
a21boi	1	1
or3	2	2
nor2	6	6
nor2b	2	2
dfrtp	40	40
==> power by group through the flow <==
| stage | clock, mW | combinational [mW] | sequential (mW) |
|---|---|---|---|
| finish | 1.00 | 0.973 | 1.53 |
| CTS | 1.02 | 0.999 | 1.54 |
| global route | 1.06 | 1.08 | 1.57 |
==> worst register-to-register path: cells and delay by family, from the launching register on <==
family | cells | cell delay, ns
compound gates | 1 | 0.23
xor+xnor | 2 | 0.43
flops | 1 | 0.84
fa+ha+maj | 1 | 0.39
simple gates | 1 | 0.38
==> how the worst min path moves through the flow <==
| stage | from | end | slack, ns | depth (start not counted) |
|---|---|---|---|---|
| 6_report | rptr[3] | wq1_rptr[3] | 0.29 | 0 |
| 4_1_cts | rptr[3] | wq1_rptr[3] | 0.28 | 0 |
| 5_1_grt | rptr[3] | wq1_rptr[3] | 0.30 | 0 |
Power and IR drop assume default switching activity.
